## /design/flow/run.sh

```bash
#!/bin/bash
# OpenROAD 26Q1-2900-gdf79404cd8, Yosys 0.63+post, stock flow scripts
make -C /OpenROAD-flow-scripts/flow DESIGN_CONFIG=/design/flow/config.mk WORK_HOME=/design/flow/orfs finish
```

## /design/flow/config.mk

```make
export PLATFORM = sky130hd
export DESIGN_NAME = mem
export DESIGN_NICKNAME = mem
export VERILOG_FILES = /design/flow/design.v
export SDC_FILE = /design/flow/constraint.sdc
export NUM_CORES = 4
export LEC_CHECK = 1
export CORE_UTILIZATION = 40
export SYNTH_MEMORY_MAX_BITS = 65536
```

## /design/flow/constraint.sdc

```tcl
current_design mem

set clk_period 23.9
set clk_io_pct 0.2

create_clock -name clk0 -period $clk_period [get_ports {clk}]

set non_clock_inputs [all_inputs -no_clocks]
set_input_delay [expr $clk_period * $clk_io_pct] -clock clk0 $non_clock_inputs
set_output_delay [expr $clk_period * $clk_io_pct] -clock clk0 [all_outputs]
```

## /design/flow/design.v

```verilog
module mem
	#(parameter XLEN = 32,
	  parameter SIZE = 256)
	(input clk, write,
	 input logic [ADDR-1:0] write_addr,
	 input logic [XLEN-1:0] write_data,
	 input logic [ADDR-1:0] read_addr,
	 output logic [XLEN-1:0] read_data);
	localparam ADDR = $clog2(SIZE);
	logic [XLEN-1:0] ram [SIZE-1:0];
	always @(posedge clk)
		if (write)
			ram[write_addr] <= write_data;
	always @(posedge clk)
		read_data <= ram[read_addr];
endmodule : mem
```

==> out/notes.md <==
* **critical path arrival** 12380 ps
* **worst rel slew slack** 0.001623
* **cells taking the most area after synthesis** edfxtp_1, mux4_2, mux2i_1, o221ai_1, a21oi_1
* **Cell Area, Placed** 334800 um^2
* **port bufs** 81
* **Worst-Skew Late Latency** 1210 ps
* **average routed wire per standard cell** 35.72 um
* **endpoint of the most critical register-to-register path** read_data[5]
* **clock root buffer** clkbuf_16
* **cell row count** 325
* **Fmax** 88.75 MHz
* **met3 layer usage reported by global route** 0.2348
* **worst r2r path cells** 7
* **fraction of power consumed by the clock network** 0.415
* **unrepaired setup endpoints after global routing** false
* **fin crit share** 0.4715
* **Min Clock Period, post-route** 11270 ps
* **number of remaining DRC errors** 0
* **hold wc startpoint** ram[10][30]
* **most repeated library cell on the critical path** buf_4
* **worst supply voltage drop on vdd** 0.09514 mV
* **Tightest Hold Check Type** flop to flop
* **DR iter-0 viols** 11490
* **run status** complete, no violations
* **Post-synth top cells** edfxtp_1, mux4_2, mux2i_1
* **maximum buffer depth of the clock tree** 4
* **required time of the critical path** 25010 ps
* **first-pass GRT wire length** 1318 mm
* **CP max stage cell** a311oi_1
* **half-perimeter wire length of the detailed placement result** 577.2 mm
* **largest delay contributor family on the critical path** buffers and inverters
* **cell breakdown of the critical path** buf_16, buf_4, buf_4, buf_4, buf_4, buf_4, buf_4, buf_12, buf_4, mux4_2, mux4_2, inv_1, a221oi_1, buf_4, a311oi_1, buf_4, and4bb_1
* **vias per cell** 5.831
* **Hold Crit Depth** 5
* **flip-flop cell with the highest count after synthesis** edfxtp_1
* **GRT Util Overall** 0.2630
* **ANT nets after route** 0
* **Critical Path Fanout Max** 71
* **r2r startpoint** ram[81][5]
* **area growth from synthesis to layout** 14.34%
* **number of endpoints with negative hold slack in the final report** 0
* **CTS tree** done
* **sw power** 0.006565 W
* **end point of the most critical hold path** read_data[30]
* **chip area line of the yosys report** 315700 um^2
* **transition time at the pin with the least slew margin** 1498 ps
* **global routing met1 resource utilization** 0.2824
* **final setup violating endpoints** 0
* **post-cts sizing count** 0
* **number of global-route vias before repair** 166200
* **clock-pin slew on the worst setup and hold paths** 60 ps
* **Gate Count Post-Synth** 14440
* **Top-Level Pins** 82
* **Chip Width** 890.3 um
* **Final Cell Area** 360900 um^2
* **total negative slack for setup checks** 0 ps
* **total number of H-tree levels** 6
* **number of cell instances after yosys synthesis** 14440
* **total core area** 784800 um^2
* **slack of the worst reg-to-reg path** 19730 ps
* **sequential group share of total power** 0.533
* **sequential fraction of the synthesis area** 0.7813
* **total number of yosys warnings** 1
* **average size of a mapped cell** 21.87 um^2
* **Pint** 0.02336 W
* **total standard cell area after synthesis** 315700 um^2
* **number of flops mapped to enable cells by yosys** 8192
* **Die Y-Extent** 890.3 um
* **peak-usage layer in the global routing report** met2
* **count of cell types in the netlist** 62
* **power per standard cell area** 82.92 nW/um^2
* **portion of synthesized cell area occupied by the leading cell type** 0.7793
* **library cell occupying the most area in the post-synthesis netlist** edfxtp_1
* **met2 GRT Util** 0.3638
* **effective utilization at floorplan** 0.4022
* **# Post-CTS Setup Buffers** 0
* **kind of start point of the critical path** primary input
* **ys flops** 8224
* **antenna violations before repair** 77
* **category of the most critical setup path** primary input to flop
* **nature of the critical path endpoint** flop
* **final-layout worst hold slack** 1094 ps
* **total tool warning count** 26
* **post-cts hold buffer count** 0
* **1st-pass router iterations** 6
* **most common cell in the synthesized netlist** edfxtp_1
* **DRT Wirelength** 952.3 mm
* **CP peak stage delay** 750 ps
* **MaxCap Viol Count** 0
* **static power due to leakage** 113.3 nW
* **switch share** 0.2194
* **Clock Sink Count** 8224
* **portion of total power attributed to combinational logic** 0.052
* **final tally of max-slew violations** 0
* **Die Footprint** 792700 um^2
* **share of cells above drive strength 1** 0.2575
* **final estimated routing congestion in global placement** 0.9592
* **Async SR Flop Fraction** 0
* **cts bufs inserted** 817
* **worst path buffer plus inverter count** 12
* **via count of the routed design** 155500
* **pin count of the biggest net entering global routing** 89
* **maximum clock skew at final layout** 87.21 ps
* **total global routing overflow** 0
* **Layout fillers** 63860
[area by class of cell]
cell class,instances,area (um^2),share of cell area
Sequential cell,8224,246600,0.6834
Multi-Input combinational cell,5307,66590,0.1845
Clock buffer,1055,21650,0.05998
Tap cell,10460,13090,0.03628
Timing Repair Buffer,1023,8359,0.02316
Clock inverter,443,4185,0.01160
Antenna cell,117,292.8,0.0008112
Inverter,27,116.4,0.0003224
[power groups by stage]
stage / clock network [W] / registers [W] / logic [W]
global route: 0.0131 / 0.0159 / 0.00163
CTS: 0.0126 / 0.0160 / 0.00154
finish: 0.0124 / 0.0160 / 0.00155
[worst max-delay path by stage]
stage | startpoint | end | slack [ps] | cells past startpoint
global route | read_addr[1] | read_data[21] | 12400 | 17
finish | read_addr[1] | read_data[21] | 12630 | 17
CTS | read_addr[1] | read_data[21] | 12680 | 17
[cell families (layout without fill, tap and decap cells)]
logic type / Yosys count / after routing / share of synthesized area
DFF: 8224 / 8224 / 0.7813
buffers and inverters: 904 / 2548 / 0.01683
and+or+nand+nor: 1008 / 1008 / 0.01623
AOI/OAI and AO/OA: 1422 / 1422 / 0.03265
muxes: 2877 / 2877 / 0.1529
other: 0 / 117 / 0
[registers in the layout, summed over array words and instances (netlist names)]
register,cells
ram,8192
read_data,32
[per-layer routing]
layer,wire [um],vias up
li1,-,63630
met4,53630,71
met1,274400,78740
met2,426600,11260
met5,3690,-
met3,194000,1768
[worst register-to-register path, delay by kind of cell (launching register included)]
kind	cells	cell delay, ps
compound gates	2	1520
simple gates	4	2180
flops	1	320
mux	1	70
[cells in the final DEF, fill, tap and decap left out, drive strengths merged, types with 97 or more instances in the layout]
cell type / count
a21oi: 313
edfxtp: 8192
a22oi: 131
mux4: 1544
diode: 117
nor3: 139
o221ai: 383
a221oi: 97
o22ai: 181
buf: 980
mux2i: 1234
clkinv: 366
nor2: 383
mux2: 99
clkbuf: 1055
[through the flow]
step	cells	setup slack, ps	power (W)	util
floorplan	14440	16260	0.01694	-
global placement	25040	11250	0.01779	0.4264
detailed placement	25050	11420	0.01780	0.4266
CTS	26540	12680	0.03008	0.4595
global route	26610	12400	0.03068	0.4597
finish	26660	12630	0.02993	0.4599
No activity file was given, so power comes from the tool's default toggle rates.
