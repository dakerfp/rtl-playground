==> design.v <==
module alu(
	input  [2:0]   opcode,
	input  [N-1:0] op_a, op_b,
	output wire [N-1:0] out
);
parameter N = 32;
reg [N-1:0] result;
assign out = result;
always @* begin
	case (opcode)
		3'd0:  result = op_a + op_b;
		3'd1:  result = op_a - op_b;
		3'd2: result = op_a < op_b;
		3'd3:   result = op_a == op_b;
		3'd4:   result = op_a | op_b;
		3'd5:  result = op_a & op_b;
		3'd6:  result = ~op_a;
		default: result = 0;
	endcase
end
endmodule
module cpu(
	input rst,
	input clk,
	input [N-1:0] instruction,
	output reg [N-1:0] write_addr,
	output reg [N-1:0] outport
);
parameter N = 16;
parameter REGN = 4;
parameter OPSIZE = 4;
reg [N-1:0] pc;
reg [N-1:0] registers [REGN-1:0];
wire [OPSIZE-1:0] op_code;
wire [REGN-1:0] reg_a;
wire [REGN-1:0] reg_b;
wire [REGN-1:0] reg_c;
wire [2*REGN-1:0] immediate_value;
assign op_code = instruction[N-1:N-OPSIZE];
assign reg_a = instruction[N-OPSIZE-1:N-OPSIZE-REGN];
assign reg_b = instruction[N-OPSIZE-REGN-1:N-OPSIZE-2*REGN];
assign reg_c = instruction[N-OPSIZE-2*REGN-1:0];
assign immediate_value = {reg_b, reg_c};
wire [2:0] alu_op;
wire [N-1:0] lhs;
wire [N-1:0] rhs;
wire [N-1:0] result;
alu #(N) alu0(alu_op, lhs, rhs, result);
assign alu_op = (op_code == 4'd05) ? 3'd1 : 3'd0;  
assign lhs = registers[reg_a];
assign rhs = registers[reg_b];
always @(posedge clk or posedge rst) begin
	if (rst) begin
		pc = 0;
		outport = 0;
	end else if (clk) begin
		case (op_code)
			4'd04: begin
				pc = pc;
			end
			4'd01: begin
				registers[reg_c] = result;
				pc = pc + 1;
			end
			4'd05: begin
				registers[reg_c] = result;
				pc = pc + 1;
			end
			4'd03: begin
				outport = registers[reg_a];
				write_addr = registers[reg_b];
				pc = pc + 1;
			end
			4'd02: begin
				registers[reg_a] = immediate_value;
				pc = pc + 1;
			end
			default: pc = pc + 1;  
		endcase	
	end
end
endmodule
==> run.sh <==
#!/bin/bash
# OpenROAD 26Q1-2900-gdf79404cd8, Yosys 0.63+post, stock flow scripts
make -C /OpenROAD-flow-scripts/flow DESIGN_CONFIG=/design/flow/config.mk WORK_HOME=/design/flow/orfs finish
==> config.mk <==
export PLATFORM = sky130hd
export DESIGN_NAME = cpu
export DESIGN_NICKNAME = cpu
export VERILOG_FILES = /design/flow/design.v
export SDC_FILE = /design/flow/constraint.sdc
export NUM_CORES = 4
export LEC_CHECK = 1
export CORE_UTILIZATION = 30
==> constraint.sdc <==
current_design cpu

set clk_period 8.3
set clk_io_pct 0.2

create_clock -name clk0 -period $clk_period [get_ports {clk}]

set non_clock_inputs [all_inputs -no_clocks]
set_input_delay [expr $clk_period * $clk_io_pct] -clock clk0 $non_clock_inputs
set_output_delay [expr $clk_period * $clk_io_pct] -clock clk0 [all_outputs]
==> impl_metrics.ini <==
; generated from flow reports
[run_status]
outcome = complete, no violations

[final_timing]
fin_crit_sh = 0.763
max_freq_mhz = 158
fin_crit_ns = 6.33
slew_headroom = 0.365
maxSlewViolCount = 0
hold_viol = 0
worst_pin_slew_ns = 0.950
clock-skew-final_ns = 0.00441
rsz0062_at_grt = no
setup-violations-final = 0
setup-tns-final_ns = 0

[layout]
area_growth_pct = 21.9
fin_util = 0.379
drive_gt1_frac = 0.191
stdcell_count = 614
fill_cells = 1442

[critical_path]
max_stage_delay_ns = 0.85
critical-path-top-delay-family = simple AND/OR/NAND/NOR gates
crit_type = in -> reg
timing.reg2reg.setup_slack_ns = 4.13
cp.arrival_ns = 6.39
worstPathRequired_ns = 8.36
cp-end-kind = flop
critPathBufInv = 2
cpMostUsedCell = nor2_1
path_cells = clkdlybuf4s50_1 > buf_4 > mux4_1 > nor2_1 > nand3b_1 > nor4_1 > nor2_1 > xnor2_1 > ha_1 > a21oi_1 > nor2_1 > a211oi_1 > o21ai_0 > a211oi_1 > xnor2_1 > nor2_1
cp_max_fo = 10
crit_path_top_delay_cell = clkdlybuf4s50_1
start_kind = input pin

[place]
placed_cells = 598
numPortBuffers = 47
dp_hpwl_mm = 7.46
gp_congestion = 0.917

[clock_network]
tritoncts = done
ctsResizeCount = 0
post-cts-setup-buffers = 0
clkSinkCount = 96
clk_path_buf_depth = 2
clk_pin_slew_ns = 0.06
hold_buffers = 0
cts_htree_levels = 3
cts_made_buffers = 9
clock_latency_ns = 0.33
root_buffer = clkbuf_16

[die]
pin_count = 50
die_area_um2 = 17100
rows = 46
die_x_um = 131
core_area_um2 = 16100
fp_util = 0.311
fp.dieH_um = 131

[synth]
ys_seq_frac = 0.562
synth_area_per_cell_um2 = 14.7
yosysCellCount = 339
ys.flops = 96
mappedNetlistArea_um2 = 4990
netlist_instances = 339
synth_cell_types = 43
yosysWarnings = 3
yosys-stat-area_um2 = 4990

[global_routing]
grt_pass1_vias = 3227
grt_pass1_wl_mm = 17.3
grt_usage = 0.143
grt_max_degree = 30
antenna_found_initial = 0
gr-total-overflow = 0

[pwr]
powerDensity_nw_per_um2 = 230
p_leak_nw = 2.10
power_switching_share = 0.255
vdd_drop_max_v = 0.0000972
combPwrFrac = 0.239
internal-power_mw = 1.04
p_seq_frac = 0.454
fin_total_pwr_mw = 1.40
p_sw_mw = 0.357
clkPwrFrac = 0.308

[run]
warnings = 29
cap_violations = 0

[drt]
dr_total_vias = 3016
drtAntennaViolNets = 0
routedWlPerCell_um = 17.2
dr.first_iter.drc_count = 176
vias_per_cell = 4.91
drc = 0
firstDrtPassIters = 4
diodes = 0
wirelength_mm = 10.6

[hold_path]
hold_path.class = reg -> reg
-- power by group through the flow --
stage                 registers (mW)  logic [mW]  clock network, mW
after global routing           0.640       0.379              0.456
after CTS                      0.635       0.336              0.440
final                          0.634       0.334              0.430
-- cell type report --
| cell class | count | area (um2) | area share |
|---|---|---|---|
| inverters | 7 | 26.3 | 0.00432 |
| clock buffers | 11 | 233 | 0.0383 |
| flip-flops and latches | 96 | 2800 | 0.461 |
| well taps | 216 | 270 | 0.0444 |
| multi-input cells | 221 | 2120 | 0.348 |
| repair buffers | 58 | 553 | 0.0909 |
| clock inverters | 5 | 82.6 | 0.0136 |
-- logic make-up (layout without fill, tap and decap cells) --
logic type	Yosys count	in the layout	share of synthesized area
AOI/OAI and AO/OA	54	54	0.0670
xor gates and xnor gates	27	27	0.0474
adders and majority gates	19	19	0.0492
buffers and inverters	22	81	0.0183
DFF	96	96	0.562
muxes	49	49	0.186
and+or+nand+nor	72	72	0.0707
-- flip-flops by register name, summed over array words and instances (netlist names) --
name        flops
outport        16
registers      64
write_addr     16
-- path summary, 6_finish.rpt --
check / startpoint / end / depth (start not counted)
worst max-delay path: instruction[4] / registers[2][15]$_DFFE_PP_ / 16
worst min-delay path: outport[11]$_DFFE_PP0N_ / outport[11]$_DFFE_PP0N_ / 1
worst max register to register: registers[2][2]$_DFFE_PP_ / registers[2][15]$_DFFE_PP_ / 14
worst min register to register: outport[11]$_DFFE_PP0N_ / outport[11]$_DFFE_PP0N_ / 1
max in group asynchronous: rst / outport[8]$_DFFE_PP0N_ / 3
min in group asynchronous: rst / outport[13]$_DFFE_PP0N_ / 3
-- cells in the mapped netlist, drive strengths merged --
library cell,instances,area share
a211oi,2,0.0030
a21o,2,0.0030
a21oi,16,0.016
a221oi,3,0.0053
a311oi,1,0.0018
a31oi,2,0.0025
a41oi,1,0.0018
and2,2,0.0025
and3,1,0.0013
and4,2,0.0035
buf,5,0.0055
clkbuf,10,0.0075
dfrtp,16,0.080
edfxtp,80,0.48
fa,1,0.0040
ha,18,0.045
inv,7,0.0053
mux2,16,0.036
mux2i,1,0.0020
mux4,32,0.15
nand2,23,0.017
nand2b,5,0.0063
nand3,1,0.0010
nand3b,2,0.0030
nand4,2,0.0025
nor2,21,0.016
nor2b,3,0.0038
nor3,4,0.0040
nor3b,1,0.0015
nor4,3,0.0038
o211ai,1,0.0015
o21a,3,0.0045
o21ai,20,0.020
o31ai,2,0.0058
o41ai,1,0.0018
or3,1,0.0023
or4,1,0.0023
xnor2,16,0.028
xor2,11,0.019
-- layout by cell type, fill, tap and decap left out, drive strengths merged, types with 3 or more instances in the layout --
| cell type | n |
|---|---|
| nand2 | 23 |
| a21oi | 16 |
| inv | 7 |
| xor2 | 11 |
| mux2 | 16 |
| ha | 18 |
| o21a | 3 |
| nor3 | 4 |
| clkdlybuf4s50 | 47 |
| nand2b | 5 |
| o21ai | 20 |
| buf | 11 |
| dfrtp | 16 |
| edfxtp | 80 |
| nor2 | 21 |
| nor2b | 3 |
| mux4 | 32 |
| clkbuf | 11 |
| nor4 | 3 |
| xnor2 | 16 |
| clkinvlp | 3 |
| a221oi | 3 |
-- metal layers --
layer	wire length, um	up-vias	global-route usage
li1	-	1436	-
met5	0	-	0
met4	89	0	0.0108
met2	5120	94	0.231
met3	744	6	0.0560
met1	4600	1480	0.200
-- per-stage QoR --
stage          worst slack [ns]  hold WS (ns)  instance area (um2)
3_3_place_gp               1.59         0.490                 5770
5_1_grt                    1.45         0.522                 6080
3_5_place_dp               1.57         0.497                 5770
4_1_cts                    1.91         0.511                 6080
6_report                   1.97         0.507                 6080
2_1_floorplan              2.82         0.456                 4990
Power is estimated from default activity; no workload was simulated.
