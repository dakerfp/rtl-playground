File: design/flow/design.v
typedef enum {
	INSTR_SIN,
	INSTR_SQUARE,
	INSTR_SAW,
	INSTR_RAND
} instrument_t;
typedef enum {
	EFF_NONE,
	EFF_SLIDE,
	EFF_VIBRATO,
	EFF_DROP,
	EFF_FADE_IN,
	EFF_FADE_OUT,
	EFF_FAST_ARPEGGIO,
	EFF_SLOW_ARPEGGIO
} effect_t;
typedef struct packed {
	logic [2:0] tone;
	logic [2:0] octave;
	instrument_t instrument;
	logic [4:0] volume;
	effect_t [2:0] effect;
} note_tp;
module tracker
	#(parameter PERIOD = 256,
	  parameter MAXAMPLITUDE = 256,
	  parameter MAXSPEED = 16)
	(input logic rst, clk,
	 input note_tp note,
	 input logic [SPLEN-1:0] speed,
	 output logic [AMPLEN-1:0] amplitude);
	localparam TLEN = $clog2(PERIOD);
	localparam AMPLEN = $clog2(MAXAMPLITUDE);
	localparam SPLEN = $clog2(MAXSPEED);
 	localparam MAXVOLUME = 1 << 5;
function [8-1:0] sinlut;
input [8-1:0] x;
begin
case(x)
0: sinlut = 0;
1: sinlut = 0;
2: sinlut = 0;
3: sinlut = 0;
4: sinlut = 1;
5: sinlut = 1;
6: sinlut = 1;
7: sinlut = 2;
8: sinlut = 2;
9: sinlut = 3;
10: sinlut = 4;
11: sinlut = 5;
12: sinlut = 6;
13: sinlut = 6;
14: sinlut = 7;
15: sinlut = 9;
16: sinlut = 10;
17: sinlut = 11;
18: sinlut = 12;
19: sinlut = 14;
20: sinlut = 15;
21: sinlut = 17;
22: sinlut = 18;
23: sinlut = 20;
24: sinlut = 22;
25: sinlut = 23;
26: sinlut = 25;
27: sinlut = 27;
28: sinlut = 29;
29: sinlut = 31;
30: sinlut = 33;
31: sinlut = 35;
32: sinlut = 37;
33: sinlut = 40;
34: sinlut = 42;
35: sinlut = 44;
36: sinlut = 47;
37: sinlut = 49;
38: sinlut = 52;
39: sinlut = 54;
40: sinlut = 57;
41: sinlut = 60;
42: sinlut = 62;
43: sinlut = 65;
44: sinlut = 68;
45: sinlut = 70;
46: sinlut = 73;
47: sinlut = 76;
48: sinlut = 79;
49: sinlut = 82;
50: sinlut = 85;
51: sinlut = 88;
52: sinlut = 91;
53: sinlut = 94;
54: sinlut = 97;
55: sinlut = 100;
56: sinlut = 103;
57: sinlut = 106;
58: sinlut = 109;
59: sinlut = 112;
60: sinlut = 115;
61: sinlut = 119;
62: sinlut = 122;
63: sinlut = 125;
64: sinlut = 128;
65: sinlut = 131;
66: sinlut = 134;
67: sinlut = 137;
68: sinlut = 141;
69: sinlut = 144;
70: sinlut = 147;
71: sinlut = 150;
72: sinlut = 153;
73: sinlut = 156;
74: sinlut = 159;
75: sinlut = 162;
76: sinlut = 165;
77: sinlut = 168;
78: sinlut = 171;
79: sinlut = 174;
80: sinlut = 177;
81: sinlut = 180;
82: sinlut = 183;
83: sinlut = 186;
84: sinlut = 188;
85: sinlut = 191;
86: sinlut = 194;
87: sinlut = 196;
88: sinlut = 199;
89: sinlut = 202;
90: sinlut = 204;
91: sinlut = 207;
92: sinlut = 209;
93: sinlut = 212;
94: sinlut = 214;
95: sinlut = 216;
96: sinlut = 219;
97: sinlut = 221;
98: sinlut = 223;
99: sinlut = 225;
100: sinlut = 227;
101: sinlut = 229;
102: sinlut = 231;
103: sinlut = 233;
104: sinlut = 234;
105: sinlut = 236;
106: sinlut = 238;
107: sinlut = 239;
108: sinlut = 241;
109: sinlut = 242;
110: sinlut = 244;
111: sinlut = 245;
112: sinlut = 246;
113: sinlut = 247;
114: sinlut = 249;
115: sinlut = 250;
116: sinlut = 250;
117: sinlut = 251;
118: sinlut = 252;
119: sinlut = 253;
120: sinlut = 254;
121: sinlut = 254;
122: sinlut = 255;
123: sinlut = 255;
124: sinlut = 255;
125: sinlut = 255;
126: sinlut = 255;
127: sinlut = 255;
128: sinlut = 255;
129: sinlut = 255;
130: sinlut = 255;
131: sinlut = 255;
132: sinlut = 255;
133: sinlut = 255;
134: sinlut = 255;
135: sinlut = 254;
136: sinlut = 254;
137: sinlut = 253;
138: sinlut = 252;
139: sinlut = 251;
140: sinlut = 250;
141: sinlut = 250;
142: sinlut = 249;
143: sinlut = 247;
144: sinlut = 246;
145: sinlut = 245;
146: sinlut = 244;
147: sinlut = 242;
148: sinlut = 241;
149: sinlut = 239;
150: sinlut = 238;
151: sinlut = 236;
152: sinlut = 234;
153: sinlut = 233;
154: sinlut = 231;
155: sinlut = 229;
156: sinlut = 227;
157: sinlut = 225;
158: sinlut = 223;
159: sinlut = 221;
160: sinlut = 219;
161: sinlut = 216;
162: sinlut = 214;
163: sinlut = 212;
164: sinlut = 209;
165: sinlut = 207;
166: sinlut = 204;
167: sinlut = 202;
168: sinlut = 199;
169: sinlut = 196;
170: sinlut = 194;
171: sinlut = 191;
172: sinlut = 188;
173: sinlut = 186;
174: sinlut = 183;
175: sinlut = 180;
176: sinlut = 177;
177: sinlut = 174;
178: sinlut = 171;
179: sinlut = 168;
180: sinlut = 165;
181: sinlut = 162;
182: sinlut = 159;
183: sinlut = 156;
184: sinlut = 153;
185: sinlut = 150;
186: sinlut = 147;
187: sinlut = 144;
188: sinlut = 141;
189: sinlut = 137;
190: sinlut = 134;
191: sinlut = 131;
192: sinlut = 128;
193: sinlut = 125;
194: sinlut = 122;
195: sinlut = 119;
196: sinlut = 115;
197: sinlut = 112;
198: sinlut = 109;
199: sinlut = 106;
200: sinlut = 103;
201: sinlut = 100;
202: sinlut = 97;
203: sinlut = 94;
204: sinlut = 91;
205: sinlut = 88;
206: sinlut = 85;
207: sinlut = 82;
208: sinlut = 79;
209: sinlut = 76;
210: sinlut = 73;
211: sinlut = 70;
212: sinlut = 68;
213: sinlut = 65;
214: sinlut = 62;
215: sinlut = 60;
216: sinlut = 57;
217: sinlut = 54;
218: sinlut = 52;
219: sinlut = 49;
220: sinlut = 47;
221: sinlut = 44;
222: sinlut = 42;
223: sinlut = 40;
224: sinlut = 37;
225: sinlut = 35;
226: sinlut = 33;
227: sinlut = 31;
228: sinlut = 29;
229: sinlut = 27;
230: sinlut = 25;
231: sinlut = 23;
232: sinlut = 22;
233: sinlut = 20;
234: sinlut = 18;
235: sinlut = 17;
236: sinlut = 15;
237: sinlut = 14;
238: sinlut = 12;
239: sinlut = 11;
240: sinlut = 10;
241: sinlut = 9;
242: sinlut = 7;
243: sinlut = 6;
244: sinlut = 6;
245: sinlut = 5;
246: sinlut = 4;
247: sinlut = 3;
248: sinlut = 2;
249: sinlut = 2;
250: sinlut = 1;
251: sinlut = 1;
252: sinlut = 1;
253: sinlut = 0;
254: sinlut = 0;
255: sinlut = 0;
default: sinlut = 0;
endcase
end
endfunction
function [7:0] randlut;
input [7:0] x;
begin
case(x)
0: randlut = 11;
1: randlut = 81;
2: randlut = 195;
3: randlut = 31;
4: randlut = 232;
5: randlut = 74;
6: randlut = 248;
7: randlut = 49;
8: randlut = 23;
9: randlut = 191;
10: randlut = 83;
11: randlut = 210;
12: randlut = 60;
13: randlut = 129;
14: randlut = 93;
15: randlut = 242;
16: randlut = 197;
17: randlut = 117;
18: randlut = 19;
19: randlut = 192;
20: randlut = 3;
21: randlut = 42;
22: randlut = 176;
23: randlut = 68;
24: randlut = 120;
25: randlut = 20;
26: randlut = 218;
27: randlut = 199;
28: randlut = 119;
29: randlut = 221;
30: randlut = 168;
31: randlut = 135;
32: randlut = 211;
33: randlut = 158;
34: randlut = 163;
35: randlut = 200;
36: randlut = 241;
37: randlut = 107;
38: randlut = 87;
39: randlut = 224;
40: randlut = 236;
41: randlut = 36;
42: randlut = 51;
43: randlut = 233;
44: randlut = 234;
45: randlut = 115;
46: randlut = 78;
47: randlut = 14;
48: randlut = 21;
49: randlut = 145;
50: randlut = 85;
51: randlut = 104;
52: randlut = 244;
53: randlut = 77;
54: randlut = 39;
55: randlut = 254;
56: randlut = 17;
57: randlut = 13;
58: randlut = 159;
59: randlut = 220;
60: randlut = 116;
61: randlut = 102;
62: randlut = 59;
63: randlut = 132;
64: randlut = 65;
65: randlut = 142;
66: randlut = 194;
67: randlut = 162;
68: randlut = 24;
69: randlut = 89;
70: randlut = 252;
71: randlut = 131;
72: randlut = 73;
73: randlut = 201;
74: randlut = 79;
75: randlut = 1;
76: randlut = 136;
77: randlut = 188;
78: randlut = 172;
79: randlut = 25;
80: randlut = 92;
81: randlut = 82;
82: randlut = 216;
83: randlut = 72;
84: randlut = 118;
85: randlut = 186;
86: randlut = 26;
87: randlut = 214;
88: randlut = 217;
89: randlut = 150;
90: randlut = 177;
91: randlut = 209;
92: randlut = 70;
93: randlut = 84;
94: randlut = 190;
95: randlut = 226;
96: randlut = 219;
97: randlut = 165;
98: randlut = 44;
99: randlut = 111;
100: randlut = 130;
101: randlut = 227;
102: randlut = 98;
103: randlut = 69;
104: randlut = 55;
105: randlut = 123;
106: randlut = 56;
107: randlut = 193;
108: randlut = 222;
109: randlut = 94;
110: randlut = 110;
111: randlut = 27;
112: randlut = 230;
113: randlut = 196;
114: randlut = 4;
115: randlut = 80;
116: randlut = 169;
117: randlut = 91;
118: randlut = 126;
119: randlut = 16;
120: randlut = 124;
121: randlut = 171;
122: randlut = 43;
123: randlut = 101;
124: randlut = 139;
125: randlut = 179;
126: randlut = 63;
127: randlut = 187;
128: randlut = 12;
129: randlut = 166;
130: randlut = 140;
131: randlut = 228;
132: randlut = 6;
133: randlut = 86;
134: randlut = 100;
135: randlut = 155;
136: randlut = 5;
137: randlut = 122;
138: randlut = 149;
139: randlut = 75;
140: randlut = 189;
141: randlut = 247;
142: randlut = 28;
143: randlut = 183;
144: randlut = 66;
145: randlut = 127;
146: randlut = 29;
147: randlut = 141;
148: randlut = 170;
149: randlut = 255;
150: randlut = 182;
151: randlut = 88;
152: randlut = 128;
153: randlut = 121;
154: randlut = 237;
155: randlut = 35;
156: randlut = 251;
157: randlut = 22;
158: randlut = 18;
159: randlut = 152;
160: randlut = 137;
161: randlut = 90;
162: randlut = 198;
163: randlut = 231;
164: randlut = 204;
165: randlut = 58;
166: randlut = 151;
167: randlut = 125;
168: randlut = 223;
169: randlut = 47;
170: randlut = 106;
171: randlut = 143;
172: randlut = 239;
173: randlut = 134;
174: randlut = 174;
175: randlut = 8;
176: randlut = 32;
177: randlut = 161;
178: randlut = 103;
179: randlut = 181;
180: randlut = 33;
181: randlut = 15;
182: randlut = 30;
183: randlut = 154;
184: randlut = 138;
185: randlut = 173;
186: randlut = 246;
187: randlut = 215;
188: randlut = 160;
189: randlut = 203;
190: randlut = 175;
191: randlut = 112;
192: randlut = 157;
193: randlut = 0;
194: randlut = 148;
195: randlut = 249;
196: randlut = 180;
197: randlut = 133;
198: randlut = 96;
199: randlut = 185;
200: randlut = 146;
201: randlut = 50;
202: randlut = 76;
203: randlut = 113;
204: randlut = 206;
205: randlut = 229;
206: randlut = 245;
207: randlut = 167;
208: randlut = 144;
209: randlut = 108;
210: randlut = 208;
211: randlut = 105;
212: randlut = 212;
213: randlut = 2;
214: randlut = 45;
215: randlut = 114;
216: randlut = 38;
217: randlut = 205;
218: randlut = 240;
219: randlut = 71;
220: randlut = 10;
221: randlut = 53;
222: randlut = 61;
223: randlut = 202;
224: randlut = 253;
225: randlut = 52;
226: randlut = 147;
227: randlut = 67;
228: randlut = 99;
229: randlut = 48;
230: randlut = 184;
231: randlut = 238;
232: randlut = 207;
233: randlut = 57;
234: randlut = 46;
235: randlut = 109;
236: randlut = 40;
237: randlut = 95;
238: randlut = 37;
239: randlut = 178;
240: randlut = 164;
241: randlut = 225;
242: randlut = 156;
243: randlut = 7;
244: randlut = 9;
245: randlut = 243;
246: randlut = 54;
247: randlut = 62;
248: randlut = 153;
249: randlut = 97;
250: randlut = 235;
251: randlut = 34;
252: randlut = 41;
253: randlut = 250;
254: randlut = 64;
255: randlut = 213;
endcase
end
endfunction
	function [AMPLEN-1:0] square;
	input [TLEN-1:0] t;
	begin
		square = (t < (PERIOD / 2)) ? 0 : MAXAMPLITUDE - 1;
	end
	endfunction
	function [AMPLEN-1:0] wave;
	input [TLEN-1:0] t;
	input instrument;
		case (instrument)
		INSTR_SIN: wave = sinlut(t);
		INSTR_SQUARE: wave = square(t);
		INSTR_SAW: wave = t;
		INSTR_RAND: wave = randlut(t);
		endcase
	endfunction
	logic [TLEN-1:0] t;
	always @(posedge rst or posedge clk)
		if (rst)
			t <= 0;
		else if (clk)
			t <= t + speed;
	always @(posedge clk)
		amplitude <= wave(t, note.instrument);
endmodule : tracker
File: design/flow/constraint.sdc
current_design tracker

set clk_period 3.2
set clk_io_pct 0.2

create_clock -name clk0 -period $clk_period [get_ports {clk}]

set non_clock_inputs [all_inputs -no_clocks]
set_input_delay [expr $clk_period * $clk_io_pct] -clock clk0 $non_clock_inputs
set_output_delay [expr $clk_period * $clk_io_pct] -clock clk0 [all_outputs]
File: design/flow/run.sh
#!/bin/bash
# OpenROAD 26Q1-2900-gdf79404cd8, Yosys 0.63+post, stock flow scripts
make -C /OpenROAD-flow-scripts/flow DESIGN_CONFIG=/design/flow/config.mk WORK_HOME=/design/flow/orfs finish
File: design/flow/config.mk
export PLATFORM = sky130hd
export DESIGN_NAME = tracker
export DESIGN_NICKNAME = tracker
export VERILOG_FILES = /design/flow/design.v
export SDC_FILE = /design/flow/constraint.sdc
export NUM_CORES = 4
export LEC_CHECK = 1
export CORE_UTILIZATION = 40
==> impl_metrics.json <==
{
  "cts_tree": "done",
  "ir_drop_mv": 0.5612,
  "drtPass1Iterations": 7,
  "timing.rr.end": "amplitude[0]",
  "internal_power_mw": 1.744,
  "area_growth_pct": 6.040,
  "insertion_delay_ns": 0.25,
  "seq_power_share_pct": 12.7,
  "viasPerCell": 6.720,
  "via_count": 3044,
  "power.share.clock_pct": 4.0,
  "finalCriticalPeriod_ns": 2.619,
  "crit_type": "flop to flop",
  "syn_inst": 381,
  "wl_per_cell_um": 19.87,
  "synth_area_um2": 2796,
  "finalSetupTns_ns": 0,
  "hold_slack_ns": 0.5948,
  "fmax_mhz": 381.9,
  "top_cell": "o21ai_0",
  "dp_hpwl_um": 6205,
  "reg2reg_slack_ns": 0.58,
  "drive_gt1_share_pct": 10.46,
  "worst_hold_path_type": "flop to flop",
  "grt-ovfl-total": 0,
  "cts_sinks": 16,
  "dp_cells": 449,
  "fin_skew_ns": 0.001292,
  "grt.met1_usage_pct": 39.07,
  "worstRegToRegCells": 8,
  "placed_area_um2": 2920,
  "avgSynthCellArea_um2": 7.340,
  "final_area_um2": 2965,
  "cap_viol_max_count": 0,
  "clockBufferDepth": 2,
  "grt_util_met3_pct": 6.836,
  "min_from": "t[5]",
  "final_cell_count_no_fill": 453,
  "cp.arrival_ns": 2.74,
  "setup_viol": 0,
  "antenna_cells": 0,
  "post-place-ws_ns": 0.6848,
  "clk_pin_slew_ns": 0.07,
  "final_max_slew_viol_count": 0,
  "die_w_um": 85.61,
  "cts_htree_levels": 1,
  "top_cell_area_share_pct": 8.054,
  "dieHeight_um": 85.61,
  "nFillCells": 688,
  "cts_setup_buffers": 0,
  "drc_errors": 0,
  "ff_type": "dfxtp_1",
  "netSwitchingFraction_pct": 55.94,
  "grt_busiest_layer": "met1",
  "track_usage_pct": 25.80,
  "slew_headroom_pct": 54.59,
  "yosysWarnings": 1,
  "required_ns": 3.32,
  "yosys_area_um2": 2796,
  "rsz0062_at_grt": "false",
  "hold_depth": 1,
  "drt_iter0_drc": 390,
  "area_leaders": "ha_1 8.1%, dfrtp_1 7.2%, dfxtp_1 5.7%",
  "ys_cells": 381,
  "worst_pin_slew_ns": 0.6811,
  "async_flop_share_pct": 50.00,
  "fin_crit_sh_pct": 81.83,
  "ant_nets": 0,
  "dieArea_um2": 7329,
  "timing.final.ws_setup_ns": 0.5813,
  "edf_count": 0,
  "port_buffers": 14,
  "fp_util_pct": 41.39,
  "cts_buffers": 3,
  "cts_resized": 0,
  "top_cells_by_count": "31 x o21ai_0, 28 x nand2_1, 27 x nor2_1",
  "power_density_nw_per_um2": 1335,
  "core_area_um2": 6756,
  "grt_pass1_vias": 2699,
  "warning_count": 174,
  "synth_cell_types": 70,
  "combPwrFrac_pct": 83.3,
  "critPathCaptureType": "flop",
  "grt_first_pass_wirelength_um": 14620,
  "path_max_fanout": 8,
  "met2_usage_pct": 36.51,
  "rows": 30,
  "antenna_found_initial": 0,
  "top_area_cell": "ha_1",
  "start_kind": "flop",
  "hold_violations": 0,
  "ys_seq_share_pct": 12.89,
  "p_sw_mw": 2.214,
  "wl_um": 9002,
  "place_congestion": 0.9861,
  "postCtsHoldBufs": 0,
  "grt_max_degree": 77,
  "status": "completed",
  "ys_seq_elements": 16,
  "clockRootBuffer": "clkbuf_8",
  "io_pins": 153,
  "holdPathEnd": "t[5]",
  "p_leak_nw": 1.105,
  "r2r-start": "t[1]"
}
layer usage:
layer,wire (um),up-vias
li1,-,1436
met1,3936,1417
met2,3817,166
met3,941,25
met4,306,0
met5,0,-
power groups by stage:
stage / combinational [mW] / sequential [mW] / clock [mW]
4_1_cts: 3.23 / 0.498 / 0.166
5_1_grt: 3.60 / 0.523 / 0.178
6_report: 3.30 / 0.503 / 0.159
placed cells by master, fill, tap and decap left out, types with 6 or more instances in the layout:
master           instances
o21ai_0                 31
nand2_1                 28
nor2_1                  27
a21oi_1                 26
nand2b_1                22
ha_1                    18
clkdlybuf4s50_1         14
buf_4                   13
nor3_1                  11
a31oi_1                 11
inv_1                   10
a2111oi_0                8
dfxtp_1                  8
a311oi_1                 6
xnor2_1                  6
nand3_1                  6
o211ai_1                 6
flip-flops by register name, indices dropped and copies added (netlist names):
| register | flops |
|---|---|
| amplitude | 8 |
| t | 8 |
stage by stage:
stage	power [mW]	util (%)
after floorplan	2.929	-
after global placement	3.728	43.22
after detailed placement	3.716	43.22
after CTS	3.893	43.89
after global routing	4.303	43.89
final	3.958	43.89
critical path: stages (launching register included):
cell	delay (ns)
dfrtp_1	0.38
inv_1	0.29
ha_1	0.44
buf_4	0.21
or2b_1	0.27
a31oi_1	0.28
nor4_1	0.13
a221o_1	0.36
o311ai_1	0.13
area by class of cell:
cell class              instances  area [um2]  share of cell area (%)
clock buffers                   3       41.29                   1.392
clock inverters                 1       3.754                  0.1266
inverters                      13       48.80                   1.646
multi-input cells             312        2150                   72.49
flip-flops and latches         16       364.1                   12.28
well taps                      80       100.1                   3.376
repair buffers                 28       257.7                   8.692
logic make-up after synthesis:
logic type | share of synthesized area [%]
DFF | 12.89
adders and majority gates | 8.770
buffers and inverters | 10.25
xor gates and xnor gates | 2.192
AOI/OAI and AO/OA | 36.82
muxes | 5.950
and+or+nand+nor | 23.13
worst max-delay path by stage:
stage	slack (ns)	depth (start not counted)	startpoint	endpoint
after global routing	0.48	7	t[1]	amplitude[0]
after CTS	0.66	7	t[1]	amplitude[0]
final	0.58	8	t[1]	amplitude[0]
No activity file was given, so power comes from the tool's default toggle rates.
